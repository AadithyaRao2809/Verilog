==> run.sh <==
#!/bin/bash
# OpenROAD 26Q1-2900-gdf79404cd8, Yosys 0.63+post, stock flow scripts
make -C /OpenROAD-flow-scripts/flow DESIGN_CONFIG=/design/flow/config.mk WORK_HOME=/design/flow/orfs finish
==> config.mk <==
export PLATFORM = sky130hd
export DESIGN_NAME = alu16
export DESIGN_NICKNAME = alu16
export VERILOG_FILES = /design/flow/design.v
export SDC_FILE = /design/flow/constraint.sdc
export NUM_CORES = 4
export LEC_CHECK = 1
export CORE_AREA = 10 10 82 82
export DIE_AREA = 0 0 92 92
==> constraint.sdc <==
current_design alu16

set clk_period 7.7
set clk_io_pct 0.2

create_clock -name clk0 -period $clk_period

set non_clock_inputs [all_inputs -no_clocks]
set_input_delay [expr $clk_period * $clk_io_pct] -clock clk0 $non_clock_inputs
set_output_delay [expr $clk_period * $clk_io_pct] -clock clk0 [all_outputs]
==> design.v <==
module And(input wire a,b, output wire y);
    assign y = a&b;
endmodule
module Or(input wire a,b, output wire y);
    assign y = a|b;
endmodule
module Nor(input wire a,b, output wire y);
    assign y = ~(a|b);
endmodule
module Nand(input wire a,b, output wire y);
    assign y = ~(a&b);
endmodule
module Xor(input wire a,b, output wire y);
    assign y = a^b;
endmodule
module Xnor(input wire a,b, output wire y);
    assign y = ~(a^b);
endmodule
module Not(input wire a, output wire y);
    assign y = ~a;
endmodule
module halfAdder(input wire a,b, output wire s,c);
    Xor sum1(a,b,s);
    And carry1(a,b,c);
endmodule
module fullAdder(input wire a,b,cIn, output wire sum,carry);
    wire sum1, carry1, carry2; 
    halfAdder a1(a,b, sum1,carry1);
    halfAdder a2(sum1,cIn, sum,carry2);
    Or suma1a2(carry1,carry2,carry);
endmodule
module fourBitAdder(input wire [3:0] a,b, input wire cin, output wire [3:0] sum, output wire cout);
    wire c[2:0];
    fullAdder h0(a[0],b[0],cin, sum[0], c[0]);
    fullAdder f1(a[1],b[1],c[0], sum[1], c[1]);
    fullAdder f2(a[2],b[2],c[1], sum[2], c[2]);
    fullAdder f3(a[3],b[3],c[2], sum[3], cout);
endmodule
module mux2(input wire [1:0] a,input wire sel, output wire out);
    assign out = ((~sel)&a[0])|((sel&a[1]));
endmodule
module mux4(input wire [3:0] i, input wire [1:0] s, output wire out);
    wire [1:0] muxOut;
    mux2 m1(i[1:0], s[0], muxOut[0]);
    mux2 m2(i[3:2], s[0], muxOut[1]);
    mux2 m3(muxOut, s[1], out); 
endmodule
module mux8 (input wire [7:0] i, input wire [2:0] s, output wire out);
    wire [1:0] muxOut;
    mux4 m1(i[3:0], s[1:0], muxOut[0]);
    mux4 m2(i[7:4], s[1:0], muxOut[1]);
    mux2 m3(muxOut, s[2], out);
endmodule
module alu(input i0, i1, input [1:0]s,input cIn,output res, cOut);
    wire adderOut, muxOut, adderIn, muxAnd, muxOr;
    Xor x1(i1,s[0],adderIn);
    And a1(i0,i1,muxAnd);
    Or o1(i0,i1,muxOr);
    fullAdder A1(i0,adderIn,cIn,adderOut,cOut);
    mux2 m1({muxOr,muxAnd},s[0],muxOut);
    mux2 m2({muxOut,adderOut},s[1],res);
endmodule
module alu16(input wire [15:0] i0, i1, input wire [1:0] sel, output wire [15:0] out, output wire cout);
    wire [15:0] c;
        alu a1(i0[0],i1[0],sel,sel[0],out[0],c[0]);
        alu a2(i0[1],i1[1],sel,c[0],out[1],c[1]);
        alu a3(i0[2],i1[2],sel,c[1],out[2],c[2]);
        alu a4(i0[3],i1[3],sel,c[2],out[3],c[3]);
        alu a5(i0[4],i1[4],sel,c[3],out[4],c[4]);
        alu a6(i0[5],i1[5],sel,c[4],out[5],c[5]);
        alu a7(i0[6],i1[6],sel,c[5],out[6],c[6]);
        alu a8(i0[7],i1[7],sel,c[6],out[7],c[7]);
        alu a9(i0[8],i1[8],sel,c[7],out[8],c[8]);
        alu a10(i0[9],i1[9],sel,c[8],out[9],c[9]);
        alu a11(i0[10],i1[10],sel,c[9],out[10],c[10]);
        alu a12(i0[11],i1[11],sel,c[10],out[11],c[11]);
        alu a13(i0[12],i1[12],sel,c[11],out[12],c[12]);
        alu a14(i0[13],i1[13],sel,c[12],out[13],c[13]);
        alu a15(i0[14],i1[14],sel,c[13],out[14],c[14]);
        alu a16(i0[15],i1[15],sel,c[14],out[15],c[15]);
        Xor x1(c[14],c[15],cout);
endmodule
==> metrics.cfg <==
[cells_and_area]
logic_area_um2 = 857
syn2layout_area_growth_pct = 51.5
seq_cells = 0
n_fill_cell = 562
seq_area_um2 = 0
fin_util_pct = 30.8
drive_gt1_share_pct = 21.3
final_cells = 244
clock_buffers = 0

[worst_setup_path]
critPathMaxStageDelay_ns = 0.52
crit_family = adder cells
crit_path_cell_trace = buf_6, mux2i_2, fa_2, fa_2, fa_2, fa_2, fa_2, fa_2, fa_2, fa_2, fa_2, fa_2, fa_2, fa_2, fa_2, fa_2, fa_2, nor2b_1, a31oi_1, buf_2
cpMaxStageDelayCell = fa_2
cp-start-kind = primary input
critPathKind = primary input to output port
cp-end-kind = output port
crit_cells = 20
critPathBufInv = 2
worstPathArrival_ns = 7.48
cp_max_fo = 2
cp_common_cell = fa_2
cp.required_ns = 6.16

[global_route]
first_global_vias = 981
antenna_found_initial = 0
grt_overflow = 0
grt_first_pass_wirelength_mm = 4.39
grt_max_degree = 33
track_usage_pct = 6.07

[yosys]
ys_warn_count = 0
postSynthCellCount = 135
syn-cell-area_um2 = 1030
yosys_area_um2 = 1030
topCellsByArea = fa_1 (29%), buf_4 (15%), xnor2_1 (13%)
most_common_cell = buf_4
avgSynthCellArea_um2 = 7.64
ys_types = 17
synth_seq_share_pct = 0
yosysTopAreaCell = fa_1
ys_cells = 135
top_area_share_pct = 29.1

[drt]
ant_nets = 0
num_vias = 954
wl_per_cell_um = 10.6
antennaDiodeCount = 0
wirelength_mm = 2.59
via_per_inst = 3.91
dr.first_iter.drc_count = 12
drt-pass1-iter-count = 4
route.detailed.drc = 0

[final_timing]
slew_headroom_pct = 79.8
hold_viol = 0
period_needed_ns = 9.02
fmax_ghz = 0.111
finalSetupViolCount = 5
drv_slew = 0
period_used_pct = 117
tightest_slew_ns = 0.302
rsz0062_at_grt = yes
worst_slack_ns = -1.32

[clock_tree]
postCtsSetupRepairBufs = 0

[die]
num_io_pins = 51
core_um2 = 5070
dieHeight_um = 92
fp-utilization_pct = 20.3
die_x_um = 92
rows = 26
chip_area_um2 = 8460

[placement]
gp_congestion = 0.747
numPortBuffers = 51
dp_cells = 244
dp_hpwl_mm = 2.29

[power]
powerDensity_nw_per_um2 = 75.8
leakagePower_nw = 0.599
ir_drop_mv = 0.0259

[run_status]
status = complete, but fails checks
violations = negative setup slack

[run]
openroad.warnings = 35
maxCapViolCount = 0

[min_path]
hold_class = primary input to output port
whs_path_depth = 5

## timing repair
item / CTS / global route
endpoints found under the setup margin: 8 / 7
pin swaps: 3 / 0
hold buffers: 0 / 0
gates resized: 39 / 1
## where the power goes
part           total, mW  switching (mW)  internal, mW
Clock                  0               0             0
Sequential             0               0             0
Combinational      0.118          0.0439        0.0745
## cell type report
class / count / share of cell area (%)
inverter: 15 / 3.61
multi-input combinational: 97 / 54.9
tap: 70 / 5.61
timing repair buffer: 62 / 35.9
## cells by family after synthesis
family | share of synthesized area (%)
AND-OR/OR-AND | 17.4
multiplexers | 0.971
buffers and inverters | 22.7
XOR/XNOR | 13.6
adder cells (fa/ha/maj) | 29.1
AND/OR/NAND/NOR | 16.3
## path summary, 6_finish.rpt
kind / start / end / slack, ns
worst min-delay path: sel[0] / out[15] / 3.71
worst max-delay path: i1[0] / out[15] / -1.32
## per-stage QoR
stage | setup TNS, ns | hold slack (ns) | setup slack, ns | power (mW) | area [um^2]
after detailed placement | -10.40 | 4.06 | -2.28 | 0.128 | 1590
after global placement | -10.17 | 4.07 | -2.24 | 0.129 | 1590
after global routing | -5.35 | 3.76 | -1.49 | 0.139 | 1560
after CTS | -4.56 | 3.73 | -1.35 | 0.123 | 1560
final | -4.41 | 3.71 | -1.32 | 0.118 | 1560
after floorplan | -4.46 | 3.26 | -1.40 | 0.0820 | 1110
## per-layer routing
metal / vias to the layer above / share of wire (%) / track usage [%] / wire length (um)
met1: 425 / 46 / 8.01 / 1190
met5: - / 0 / 0 / 0
met2: 33 / 45 / 10.1 / 1160
met3: 0 / 9.4 / 1.98 / 243
met4: 0 / 0 / 0 / 0
li1: 496 / - / - / -
## placed cells by master, fill, tap and decap left out, types with 2 or more instances in the layout
cell type / n
clkdlybuf4s50_1: 39
inv_1: 15
nand2_1: 15
nor2b_1: 15
a31oi_1: 15
fa_2: 15
xnor2_1: 14
o21ai_0: 13
buf_4: 11
buf_2: 7
o21ai_1: 3
buf_6: 2
dlygate4sd2_1: 2
Power figures rest on the tool's default switching activity, not on a simulated workload.
