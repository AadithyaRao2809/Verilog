File: run.sh
#!/bin/bash
# OpenROAD 26Q1-2900-gdf79404cd8, Yosys 0.63+post, stock flow scripts
make -C /OpenROAD-flow-scripts/flow DESIGN_CONFIG=/design/flow/config.mk WORK_HOME=/design/flow/orfs finish
File: config.mk
export PLATFORM = sky130hd
export DESIGN_NAME = RCA
export DESIGN_NICKNAME = RCA
export VERILOG_FILES = /design/flow/design.v
export SDC_FILE = /design/flow/constraint.sdc
export NUM_CORES = 4
export LEC_CHECK = 1
export CORE_AREA = 10 10 125 125
export DIE_AREA = 0 0 135 135
File: constraint.sdc
current_design RCA

set clk_period 62.5
set clk_io_pct 0.2

create_clock -name clk0 -period $clk_period

set non_clock_inputs [all_inputs -no_clocks]
set_input_delay [expr $clk_period * $clk_io_pct] -clock clk0 $non_clock_inputs
set_output_delay [expr $clk_period * $clk_io_pct] -clock clk0 [all_outputs]
File: design.v
`timescale 1ps / 1ps
module fulladder( A, B, Cin, Sum, Cout );  
  input A,B,Cin;
  output Sum, Cout;
  wire w1,w2,w3;
  xor X1(w1,A,B);   		 
  xor X2(Sum,Cin,w1);	 
  and X3(w2,w1,Cin);		 
  and X4(w3,A,B);		    
  or  X5(Cout,w2,w3);	 
endmodule
module RCA( A, B, Cin, S, Cout);
  input [63 : 0] A, B;
  input Cin;
  output [63 : 0] S;
  output Cout;
  wire [63:0] wC;
  fulladder A1( A[0], B[0], Cin, S[0], wC[0] );
  genvar i;
  generate for( i = 1; i < 64; i = i+1 )
    begin: RCA_GEN
      fulladder add( .A(A[i]), .B(B[i]), .Cin(wC[i-1]), .Sum(S[i]), .Cout(wC[i]) );
    end
  endgenerate
  assign Cout = wC[63];		 
endmodule
==> notes.org <==
#+TITLE: Physical design notes

** GRT
- Maximum number of pins on one net before global-route repair :: 2
- Number of antenna violations at the first check in global routing :: 0
- Global-route wire length before repair :: approximately 11,000 um
- Via count of the first global-routing pass :: ~1,800
- Grt ovf :: 0
- For this run, the total global-route usage over all layers was measured as 0.0751.

** Hold path
- Hold WC Path Type :: in -> out
- The worst hold path begins at Cin.

** Final layout
- Per the layout area report, the register area comes to 0 um^2.
- Registers :: 0
- Filler cell count :: 1,321
- Of the cells placed in the final design, the portion with a size suffix greater than 1 is 0.
- The layout has 0 clock buffers.
- The flow measured a signed area growth from synthesis to layout of 93.2%.

** Route
- Overall via count from detail_route :: between 1,000 and 1,500
- Routed wirelength normalized by instance count :: approximately 16 um
- The first TritonRoute pass finished after 3 iterations.
- In the post-route report, total wirelength is listed as roughly 7000 um.
- DRC :: 0
- The count of nets left with antenna violations once routing finished came out at 0.
- Detailed Route Iter0 Violations :: 7
- Total inserted antenna cells :: 0
- After detailed routing, the number of vias per cell comes to 3.22.

** Placed design
- During placement, the flow inserted port buffers numbering roughly 190.
- Final weighted congestion in routability-driven placement :: between 0.8 and 0.9
- Pre-CTS setup slack :: 11,220 ps
- Placed wire-length estimate after detailed placement :: slightly below 7000 um

** STA
- After routing, the total negative slack on setup checks comes to 0 ps.
- For this run, the final setup violation count is recorded as 0.
- For reference, the final report shows the max-slew violation count at 0.
- Achievable clock frequency :: about 20 MHz
- Of the available clock period, the critical path in the final layout requires 0.819.
- The max-slew check reports its worst relative slack as 0.903.
- Count of endpoints failing hold in the final timing report :: 0
- Setup repair after global routing left no endpoint under its margin.
- Hold is met by around 26,000 ps.
- The critical path in the final layout is reported with a setup slack of ~11,000 ps.
- Min cycle time layout :: between 50,000 and 60,000 ps
- For the pin with the worst max-slew slack, the measured transition is 144 ps.

** Critical path
- Endpoint required time on the critical path :: approximately 50,000 ps
- Launch point of the worst path :: B[0]
- Among all stages on the critical path, the maximum delay recorded is 460 ps.
- The worst setup path is launched from a primary input.
- Endpoint arrival time on the critical path :: between 30,000 and 40,000 ps
- The setup path with the least slack is of type in -> out.
- Looking at the critical path, the single cell with the biggest stage delay is clkdlybuf4s50_1.
- Maximum fanout encountered on the critical timing path :: 1
- STA classifies the critical path endpoint as a primary output.
- The cell that appears most often on the critical path is fa_1.

** Run
- The number of maximum-capacitance violations recorded for the run is 0.
- OpenROAD warning count :: 32

** Logic synthesis
- Each instance of the synthesized netlist takes up on average 13.0 um^2.
- Before any placement, the netlist area is recorded as about 0.0018 mm^2.
- Yosys synthesis chip area :: 0.00180 mm^2
- Post-synth area hogs :: fa_1 (71%), buf_4 (27%), inv_1 (2.1%)
- In the synthesized netlist, the number of instances is 138.
- The cell-mix breakdown from Yosys lists the compound-gate area share as 0.
- For this run, the register share of the synthesized area comes to 0.
- Grouping non-sequential cells by family puts the most area in adder cells.
- Share of the synthesized area in the top cell type :: 0.712
- AND/OR/NAND/NOR Cells, Area Fraction :: 0
- Adder-cell share of the synthesized area :: 0.712
- Synthesis warning total :: 0
- Yosys cell count :: about 140
- Number of distinct library cells after synthesis :: 3
- Area leader, netlist :: fa_1
- Summing all multiplexer cells gives an area fraction of 0.
- Per the synthesis report, the XOR/XNOR share of the synthesized area is 0.

** Clock network
- Number of buffers inserted by post-CTS setup repair :: 0
- Post-CTS repair ended up resizing 0 cells.
- Post-cts hold buffer count :: 0

** Floorplan
- Floorplan core density :: 0.141
- The die is 135 um wide.
- Ports placed on the boundary :: 194
- According to the floorplan report, the total die area is 0.0182 mm^2.
- Die extent in y :: around 140 um
- The total area inside the core boundary comes to ~0.013 mm^2.
- The floorplan has about 41 rows.

** Power
- Total power normalized to cell area comes to ~10 mW/mm^2.
- In this run the VDD rail shows a maximum IR drop of about 0.0042 mV.
- The leakage power in the latest report is roughly 1.3 nW.

** Run status
- Result of the run :: completed
[kinds of logic after synthesis]
group | count (synthesis)
buffers and inverters | 74
adders and majority gates | 64
[critical path: cells and delay by family]
kind	cells	cell delay, ps
buffers and inverters	6	1120
adders and majority gates	64	25030
[power breakdown]
group / internal, W / switching (W) / total [W] / leakage [nW]
Combinational: 0.0000255 / 0.00000939 / 0.0000349 / 1.28
Clock: 0 / 0 / 0 / 0
Sequential: 0 / 0 / 0 / 0
Total: 0.0000255 / 0.00000939 / 0.0000349 / 1.28
[layout by cell type, fill, tap and decap left out, drive strengths merged]
cell / instances
clkdlybuf4s50: 194
fa: 64
inv: 10
[per-stage QoR]
| stage | total power [W] | util | instance area, um^2 | std cells |
|---|---|---|---|---|
| after global placement | 0.0000362 | 0.272 | 3480 | 440 |
| after detailed placement | 0.0000360 | 0.272 | 3480 | 440 |
| after global routing | 0.0000395 | 0.272 | 3480 | 440 |
| after floorplan | 0.0000166 | - | 1800 | 138 |
| after CTS | 0.0000363 | 0.272 | 3480 | 440 |
| final | 0.0000349 | 0.272 | 3480 | 440 |
[cell usage after synthesis]
master and number:
buf_4 64, fa_1 64, inv_1 10
[final timing paths]
kind	end	slack (ps)	depth (start not counted)
worst max-delay path	S[63]	11320	70
worst min-delay path	S[0]	26040	5
[routing by layer]
metal  vias up  GRT usage  wire length, um
met5         -          0                0
met4         0          0                0
met3         0     0.0742             1960
met2       177      0.111             2680
met1       640     0.0807             2390
li1        600          -                -
[final cells by class]
cell class	count	area, um^2	share of cell area
inverters	10	37.5	0.0108
repair buffers	194	1940	0.559
multi-input cells	64	1280	0.369
well taps	172	215	0.0619
No activity file was given, so power comes from the tool's default toggle rates.
