==> flow/design.v <==
`timescale 1ps / 1ps
module subtractor( A, B, BIN, D, BOUT );
  input A, B, BIN;
  output D, BOUT;
  assign #2 D = A ^ B ^ BIN;				 
  assign #2 BOUT = ( (~A) & (B ^ BIN) ) | ( B & BIN );
endmodule
module sub_16( A, B, BIN, D, BOUT );
  input [15 : 0] A, B;
  input BIN;
  output [15 : 0] D;
  output BOUT;
  wire [16 : 0] wBIN;
  subtractor sub1( .A(A[0]), .B(B[0]), .BIN(BIN), .D(D[0]), .BOUT(wBIN[0]) );
  genvar i;
  generate for( i = 1; i < 16; i = i+1 )
    begin : SUBTRACT
	   subtractor sub1( .A(A[i]), .B(B[i]), .BIN(wBIN[i-1]), .D(D[i]), .BOUT(wBIN[i]) );
	 end
  endgenerate
  assign BOUT = wBIN[15];		 
endmodule
==> flow/run.sh <==
#!/bin/bash
# OpenROAD 26Q1-2900-gdf79404cd8, Yosys 0.63+post, stock flow scripts
make -C /OpenROAD-flow-scripts/flow DESIGN_CONFIG=/design/flow/config.mk WORK_HOME=/design/flow/orfs finish
==> flow/config.mk <==
export PLATFORM = sky130hd
export DESIGN_NAME = sub_16
export DESIGN_NICKNAME = sub_16
export VERILOG_FILES = /design/flow/design.v
export SDC_FILE = /design/flow/constraint.sdc
export NUM_CORES = 4
export LEC_CHECK = 1
export CORE_AREA = 10 10 77 77
export DIE_AREA = 0 0 87 87
==> flow/constraint.sdc <==
current_design sub_16

set clk_period 9.4
set clk_io_pct 0.2

create_clock -name clk0 -period $clk_period

set non_clock_inputs [all_inputs -no_clocks]
set_input_delay [expr $clk_period * $clk_io_pct] -clock clk0 $non_clock_inputs
set_output_delay [expr $clk_period * $clk_io_pct] -clock clk0 [all_outputs]
==> reports/metrics.cfg <==
[power_and_ir_drop]
clock_power_share_pct=0
total_power_uw=59.1
p_sw_uw=18.0
power_frac_comb_pct=100.0
leakage_uw=0.000485
share_seq_of_total_power_pct=0
power.ir.vdd_worst_uv=18.1
internal_power_uw=41.0
power.density_nw_per_um2=57.3
power_switching_share_pct=30.5

[grt]
gr-total-overflow=0
grt_pass1_wl_um=2400
vias_in_the_first_global_route=543
pin_count_of_the_biggest_net_entering_global_routing=2
grt_antenna_before_repair=0
aggregate_global_route_resource_usage_pct=3.85

[hold_path]
hold_start=B[15]
whs_endpoint=D[15]
min_delay_path_depth=4
hold_class=in2out

[floorplan]
dieHeight_um=87
core-area_um2=4350
initial_utilization_pct=13.0
chip_area_um2=7570
boundaryPins=50
dieWidth_um=87
core.rowCount=24

[placement]
placed_standard_cell_area_um2=1040
placement.io_buffers=50
gp_routability_congestion=0.701
dp_worst_setup_slack_ps=-933
hpwl_um=1500

[critical_path]
worst-endpoint-arrival_ps=7670
critical_path.max_stage_delay_ps=410
timing.critical_path.slowest_stage_cell=fa_2
critical_path_buf_inv_count=5
timing.critical_path.cells=buf_6 > inv_4 > fa_2 > inv_2 > fa_2 > fa_2 > fa_2 > fa_2 > fa_2 > fa_2 > fa_2 > fa_2 > fa_2 > fa_2 > fa_2 > fa_2 > fa_2 > fa_2 > inv_2 > fa_2 > buf_2
worst_setup_path_start_kind=primary input
timing.setup.critical_path_class=in2out
crit_path_max_fanout=1
critical_path_required_ps=7520
critical_path.endpoint_type=primary output
cpMostUsedCell=fa_2
crit_family=adder cells

[final_timing]
report.final.hold_viol_count=0
fin_setup_tns_ps=-146
worst_pin_slew_ps=94.9
slew_headroom_pct=93.7
fin_crit_ps=9550
setup_violating_endpoint_count_in_the_final_report=1
worst_slack_ps=-146
fraction_of_the_cycle_the_final_worst_path_needs_pct=102
fmax_ghz=0.105
rsz_0062_raised_after_global_routing=true
timing.final.max_slew_violations=0

[detailed_routing]
drc_errors=0
routed_via_density=3.07
firstDrtPassIters=2
antennaDiodeCount=0
final_antenna_net_count=0
drt-total-wl_um=1500
wl_per_cell_um=9.84
via_count=466
drt_iter0_markers=2

[layout]
syn_to_final_growth_pct=81.3
seqCellArea_um2=0
seq_cells=0
layout-drive-gt1-share_pct=27.0
area.combinational_um2=360
nFillCells=472
final_instance_area_um2=1030
layout.clock_buffers=0

[yosys]
synthesis.instances=66
synth_top_cell_by_area=fa_1
most_common_cell=inv_1
post_synth_xor_area_fraction_pct=0
syn-cell-area_um2=568
synth.cellmix.compoundShare_pct=0
synth.yosys.chip_area_um2=568
top_area_share_pct=56.4
synth_warnings=0
ys_sh_simple_pct=0
synth-seq-area-share_pct=0
logic_family_by_area=adder cells
yosys-top-cells-area=fa_1 (56%), inv_1 (22%), buf_4 (21%)
synth_adder_area_share_pct=56.4
post_synth_most_frequent_cells=inv_1 (34), buf_4 (16), fa_1 (16)
synth.lib_cells_used.distinct=3
syn_avg_cell_area_um2=8.61
synthMuxAreaShare_pct=0
yosys_cells=66

[flow_run]
max_cap_violations=0
tool_warnings=34

[outcome]
status=finished with violations
failed_checks=setup timing

[cts]
hold_bufs_at_cts=0

-- area by class of cell --
| type | count | share of cell area, % |
|---|---|---|
| Inverter | 34 | 12.6 |
| Multi-Input combinational cell | 16 | 35.0 |
| Tap cell | 52 | 6.32 |
| Timing Repair Buffer | 50 | 46.1 |
-- repair_timing --
action,in CTS,in global routing
resized,36,1
setup buffers,0,0
endpoints found under the setup margin,4,5
pin swaps,16,16
endpoints found under the hold margin,0,0
-- placed cells by master (no fill, tap or decap) --
cell type        netlist  layout
buf_2                  0       5
buf_6                  0       2
clkdlybuf4s50_1        0      40
dlygate4sd2_1          0       3
fa_2                   0      16
inv_1                 34      30
inv_2                  0       3
inv_4                  0       1
-- power by group through the flow --
stage	Clock (µW)	Sequential, µW	Combinational, µW
6_report	0	0	59.1
5_1_grt	0	0	69.8
4_1_cts	0	0	62.8
-- routing by layer --
layer  track usage (%)  vias to the layer above  part of all wire [%]
met5                 0                        -                     0
met4                 0                        0                     0
met3              3.21                        0                    24
met2              5.40                       44                    33
met1              4.73                      206                    43
li1                  -                      216                     -
-- per-stage QoR --
stage                     cells  util (%)  hold WS, ps
after global routing        152      23.6         4550
after global placement      152      24.0         4820
after detailed placement    152      24.0         4830
final                       152      23.6         4500
after CTS                   152      23.6         4490
after floorplan              66         -         3920
-- kinds of logic after synthesis --
family / after synthesis
adders and majority gates: 16
buffers and inverters: 50
-- worst max path at each step --
stage	startpoint	endpoint	slack, ps	cells past startpoint
finish	B[0]	D[15]	-150	21
global route	B[0]	D[15]	-310	21
CTS	BIN	D[15]	-850	21
Power is estimated from default activity; no workload was simulated.
